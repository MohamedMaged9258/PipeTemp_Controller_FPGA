File: flow/design.v
module decoder_7seg_anode (
    A,
    B,
    C,
    D,
    led_a,
    led_b,
    led_c,
    led_d,
    led_e,
    led_f,
    led_g
);
  input A, B, C, D;
  output led_a, led_b, led_c, led_d, led_e, led_f, led_g;
  assign led_a = (A | C | B & D | ~B & ~D);
  assign led_b = (~B | ~C & ~D | C & D);
  assign led_c = (B | ~C | D);
  assign led_d = (~B & ~D | C & ~D | B & ~C & D | ~B & C | A);
  assign led_e = (~B & ~D | C & ~D);
  assign led_f = (A | ~C & ~D | B & ~C | B & ~D);
  assign led_g = (A | B & ~C | ~B & C | C & ~D);
endmodule
File: flow/run.sh
#!/bin/bash
# OpenROAD 26Q1-2900-gdf79404cd8, Yosys 0.63+post, stock flow scripts
make -C /OpenROAD-flow-scripts/flow DESIGN_CONFIG=/design/flow/config.mk WORK_HOME=/design/flow/orfs finish
File: flow/config.mk
export PLATFORM = sky130hd
export DESIGN_NAME = decoder_7seg_anode
export DESIGN_NICKNAME = decoder_7seg_anode
export VERILOG_FILES = /design/flow/design.v
export SDC_FILE = /design/flow/constraint.sdc
export NUM_CORES = 4
export LEC_CHECK = 1
export CORE_AREA = 10 10 70 70
export DIE_AREA = 0 0 80 80
File: flow/constraint.sdc
current_design decoder_7seg_anode

set clk_period 1.4
set clk_io_pct 0.2

create_clock -name clk0 -period $clk_period

set non_clock_inputs [all_inputs -no_clocks]
set_input_delay [expr $clk_period * $clk_io_pct] -clock clk0 $non_clock_inputs
set_output_delay [expr $clk_period * $clk_io_pct] -clock clk0 [all_outputs]
==> results.py <==
# Metrics from the implementation run
metrics = {
    "status": {
        "status": "completed",
    },
    "power_and_ir_drop": {
        "p_leak_nw": 0.1430,
        "power.density_mw_per_mm2": 223.9,
        "pwr-share-comb_pct": 100.0,
        "vdd_drop_max_mv": 0.02840,
        "p_int_w": 0.00004667,
        "sw_frac_of_total_pct": 34.68,
        "switchingPower_w": 0.00002478,
        "p_clk_share_pct": 0,
        "seqPwrFrac_pct": 0,
    },
    "setup_path": {
        "end_kind": "output port",
        "cpPeakStageDelay_ns": 0.51,
        "crit_slowest_cell": "or4b_1",
        "crit_start": "A",
        "cp_top_family": "simple AND/OR/NAND/NOR gates",
        "critical_path_class": "input port to output port",
        "crit_fanout": 2,
        "critPathLaunchType": "input port",
        "worstPathRequired_ns": 1.12,
        "path_buffers": 2,
        "crit_arrival_ns": 1.12,
        "crit_path_cell_trace": "buf_6, or4b_1, o31a_1, buf_2",
    },
    "cells_and_area": {
        "fin_util_pct": 9.341,
        "nFlopsAndLatches": 0,
        "nFillCells": 411,
        "nClkBuffers": 0,
        "lay_top_cells": "7 x buf_4, 4 x buf_2, 3 x inv_1, 3 x buf_6",
        "regArea_um2": 0,
        "lay_top_count": "buf_4",
        "drive_gt1_share_pct": 44.44,
        "stdcell_area_um2": 319.1,
        "syn2layout_area_growth_pct": 162.9,
    },
    "placement": {
        "io_buffer_count": 11,
        "place.gp.congestion": 0.7576,
        "pre_cts_ws_ns": -0.7153,
        "place_hpwl_um": 475.7,
        "placed_area_um2": 315.3,
    },
    "logic_synthesis": {
        "yosys_warnings": 0,
        "synthCells": 19,
        "ys_types": 15,
        "ys_cells": 19,
        "ys_seq_share_pct": 0,
        "syn_area_per_cell_um2": 6.388,
        "synthesis.area_um2": 121.4,
        "ys_chip_area_um2": 121.4,
    },
    "routing": {
        "routed_wl_um": 567,
        "ant_nets": 0,
        "routed-via-count": 182,
        "route.detailed.drc": 0,
        "vias_per_cell": 2.220,
        "drt-wirelength-per-cell_um": 6.915,
        "drtIter0Drc": 5,
        "antenna_cells": 0,
        "dr.pass1.iters": 2,
    },
    "sta": {
        "relSlewSlack_pct": 88.90,
        "fin_crit_sh_pct": 99.85,
        "fin_crit_ns": 1.398,
        "fin_tns_setup_ns": 0,
        "rsz0062_at_grt": "true",
        "setup_viol_count_final": 0,
        "worst_slack_ns": 0.002152,
        "maxSlewViolCount": 0,
        "tightestPinTransition_ns": 0.1659,
        "fmax_mhz": 715.4,
        "hold_violations": 0,
    },
    "global_routing": {
        "grt_pass1_wl_um": 841,
        "grtUsageTotal_pct": 1.593,
        "grt_max_degree": 8,
        "grt_overflow": 0,
        "grt_pass1_vias": 178,
        "busiest_layer": "met2",
        "grt_antenna_before_repair": 0,
        "use_met2_pct": 3.210,
        "use_met3_pct": 0.6818,
        "grt.met1_usage_pct": 1.516,
    },
    "run": {
        "maxCapViolCount": 0,
        "warnings": 34,
    },
    "floorplanning": {
        "fp_util_pct": 3.553,
        "die_y_um": 80,
        "die_width_um": 80,
        "num_io_pins": 11,
        "row_count": 21,
        "core_region_area_mm2": 0.003416,
        "die_area_mm2": 0.006400,
    },
    "hold_path": {
        "worstHoldStart": "B",
        "hold_path.class": "input port to output port",
    },
    "clock_tree": {
        "ctsHoldBuffers": 0,
    },
}
-- logic make-up after synthesis --
logic type      share of synthesized area [%]
simple gates                            32.99
xor+xnor                                14.44
buf+inv                                 24.74
compound gates                          27.83
-- cell usage after synthesis --
master    count  area [µm²]
xor2_1        2       17.52
buf_6         1       11.26
nand2_1       2       7.510
o31a_1        1       8.760
o21bai_1      1       7.510
and3_2        1       7.510
or4b_1        1       10.01
a21o_1        1       7.510
a21oi_1       1       5.000
inv_1         3       11.26
nand3_1       1       5.000
o21ai_0       1       5.000
nor2_1        1       3.750
or3_1         1       6.260
buf_4         1       7.510
-- final cells by class --
class                      instances  area (µm²)  area share (%)
inverter                           3       11.26           3.529
multi-input combinational         14       91.34           28.63
tap                               46       57.56           18.04
timing repair buffer              19       158.9           49.80
-- repair_timing --
| item | in CTS | in global routing |
|---|---|---|
| pin swaps | 3 | 3 |
| buffers inserted | 1 | 1 |
| setup endpoints to repair | 7 | 3 |
| resized | 33 | 7 |
-- metrics by stage --
step / instances / total power [W] / hold WS (ns)
floorplan: 19 / 0.00002452 / 0.6010
finish: 82 / 0.00007144 / 0.8309
CTS: 81 / 0.00006589 / 0.9060
global placement: 80 / 0.00007495 / 1.645
detailed placement: 80 / 0.00007563 / 1.636
global route: 82 / 0.00008080 / 0.8535
-- power by group through the flow --
stage	sequential [W]	clock [W]	combinational [W]
after CTS	0	0	0.0000659
after global routing	0	0	0.0000808
final	0	0	0.0000714
-- routing by layer --
layer | up-vias | routed length (µm)
li1 | 98 | -
met1 | 78 | 203
met2 | 6 | 281
met3 | 0 | 81
met4 | 0 | 0
met5 | - | 0
-- path summary, 6_finish.rpt --
check             endpoint  slack, ns  cells after the start
setup / recovery     led_d      0.002                      4
hold / removal       led_c       0.83                      3
Power and IR drop assume default switching activity.
